--- flow/design.v ---
module mux_2to1 (
    input wire a,b,s,
    output reg y
);
    always @(a or b or s) begin
        if (s==0)
            y = a;
        else
            y = b;
    end
endmodule
module Mul4to1 (
    In1,
    In2,
    In3,
    In4,
    Sel,
    Out
);
    input [31:0] In1,In2,In3,In4;    
    input [1:0] Sel;                 
    output reg [31:0] Out;           
    always @(In1,In2,In3,In4,Sel) begin
        case (Sel) 
            0: Out <= In1;
            1: Out <= In2;
            2: Out <= In3;
            default: Out <= In4;
        endcase    
    end
endmodule
--- flow/run.sh ---
#!/bin/bash
# OpenROAD 26Q1-2900-gdf79404cd8, Yosys 0.63+post, stock flow scripts
make -C /OpenROAD-flow-scripts/flow DESIGN_CONFIG=/design/flow/config.mk WORK_HOME=/design/flow/orfs finish
--- flow/config.mk ---
export PLATFORM = sky130hd
export DESIGN_NAME = Mul4to1
export DESIGN_NICKNAME = Mul4to1
export VERILOG_FILES = /design/flow/design.v
export SDC_FILE = /design/flow/constraint.sdc
export NUM_CORES = 4
export LEC_CHECK = 1
export CORE_AREA = 10 10 84 84
export DIE_AREA = 0 0 94 94
--- flow/constraint.sdc ---
current_design Mul4to1

set clk_period 1.5
set clk_io_pct 0.2

create_clock -name clk0 -period $clk_period

set non_clock_inputs [all_inputs -no_clocks]
set_input_delay [expr $clk_period * $clk_io_pct] -clock clk0 $non_clock_inputs
set_output_delay [expr $clk_period * $clk_io_pct] -clock clk0 [all_outputs]
==> run notes <==
run metrics: outcome finished with violations, violations in the final reports negative setup slack, Reg power frac 0, worst-case hold slack between 1 and 1.5 ns, switching power as a share of total power 0.256, Detailed Route Iter0 Violations 13, Power per Cell Area around 240 mW/mm2, number of filler cells placed in the layout between 500 and 600, vias after detailed routing 1214, Worst path top cell family by delay multiplexers, Crit-path slowest cell sky130_fd_sc_hd__mux4_2, leakage approximately 1.1 nW, period utilisation layout 1.02, first-pass GRT wire length slightly below 9000 um, placeable core region about 0.0052 mm2, antenna violations before repair 2, final critical-path required period around 1.5 ns, final-report setup violation count 1, longest individual stage delay on the worst path between 0.5 and 0.6 ns, Post-DP Area 0.00251 mm2, setup repair after global routing missed its margin yes, post-DR wirelength/cell between 20 and 25 um, Clock buffer cells 0, arrival time of data at the critical path endpoint around 1.2 ns, number of cell instances after yosys synthesis 39, pin count of the biggest net entering global routing 11, Place WS -0.637 ns, area occupied by registers 0 um2, number of ports placed on the die boundary ~160, switching power total between 0.1 and 0.15 mW, final hold violations 0, vertical die size between 90 and 100 um, achievable frequency 0.657 GHz, total cell area reported by yosys after synthesis ~800 um2, Logic cell area around 720 um2, overflow left after global routing 0, number of placed instances, taps included roughly 270, slew margin rel. 0.915, P_int around 0.42 mW, DIE WIDTH between 90 and 100 um, Worst IR Drop VDD 0.117 mV, Pre-antenna DRT Iters 2, critical path peak fanout 6, non-filler instance count after layout 276, Post-Syn Area 815 um2, Worst Path Required 1.20 ns, number of max-cap violations 0, buffers added on ports approximately 160, total die area just under 0.009 mm2, Synth Seq Share 0, count of distinct cell types in the synthesized netlist 5, gpl congestion around 0.87, DRT Wirelength between 5000 and 6000 um, Gate power share 1.000, Init Core Util 0.156, number of warning messages in the logs 34, via count of the first global-routing pass about 1500, layout cells sized above 1 0.373, count of unresolved DRC violations after routing 0, # rows 26, warnings from Yosys 1, Hold WC Path Type input pin to output pin, Via-to-Cell Ratio about 4.4, layout overhead on the synthesized area 188%, number of buffers inserted by post-CTS setup repair 0, startpoint kind of the worst setup timing path input pin, CP endpoint kind output pin, post-route cell area approximately 0.0023 mm2, CP Buf/Inv Count 3, overall power after layout around 0.57 mW, list of cells traversed by the critical path buf_16, buf_12, mux4_2, buf_2, part of the power in the clock network 0, startpoint-to-endpoint class of the critical path input pin to output pin, layout sequential cell count 0, number of max-slew violations in the final report 0, post-layout worst setup margin -0.0232 ns, Cells after Synth 39, number of routed nets with antenna violations 0, Worst Tran Pin Value about 0.13 ns, hpwl dp roughly 5100 um, mean instance size in the synthesized netlist ~21 um2, global-route usage over all layers 0.132
[cell usage after synthesis]
library cell,count,area (um2)
sky130_fd_sc_hd__buf_6,1,11.3
sky130_fd_sc_hd__mux4_2,30,676
sky130_fd_sc_hd__mux4_1,2,52.6
sky130_fd_sc_hd__buf_2,3,15.0
sky130_fd_sc_hd__buf_12,3,60.1
[final cells by class]
type	count	area share
Timing Repair Buffer	172	0.653
Antenna cell	2	0.00213
Multi-Input combinational cell	32	0.307
Tap cell	70	0.0374
[routing by layer]
metal  vias to the layer above  part of all wire  track usage
li1                        542                 -            -
met1                       575              0.36        0.143
met2                        97              0.52        0.244
met3                         0              0.12       0.0574
met4                         0                 0      0.00506
met5                         -                 0            0
[power by group through the flow]
stage | sequential, mW | combinational, mW | clock [mW]
final | 0 | 0.568 | 0.000000178
after global routing | 0 | 0.614 | 0.000000178
after CTS | 0 | 0.581 | 0
[cell families (layout without fill, tap and decap cells)]
logic type,Yosys count,after routing,share of synthesized area
other,0,2,0
buffers and inverters,7,172,0.106
muxes,32,32,0.894
[worst paths after layout]
check / startpoint / endpoint / slack (ns) / cells past startpoint
max: Sel[0] / Out[7] / -0.02 / 4
min: In1[29] / Out[29] / 1.08 / 3
[through the flow]
step                       util  TNS [ns]
after CTS                 0.450   -0.0983
after global placement    0.482    -18.71
after floorplan               -         0
final                     0.450   -0.0232
after global routing      0.450    -0.509
after detailed placement  0.482    -19.00
[cells in the final DEF, fill, tap and decap left out]
cell / instances
sky130_fd_sc_hd__diode_2: 2
sky130_fd_sc_hd__dlygate4sd2_1: 128
sky130_fd_sc_hd__buf_16: 5
sky130_fd_sc_hd__buf_2: 33
sky130_fd_sc_hd__buf_4: 2
sky130_fd_sc_hd__bufbuf_16: 1
sky130_fd_sc_hd__mux4_2: 32
sky130_fd_sc_hd__buf_12: 3
[what timing repair did]
item,in CTS,in global routing
hold buffers,0,0
setup endpoints to repair,32,28
gates resized,242,0
gates cloned,5,0
Power and IR drop assume default switching activity.
